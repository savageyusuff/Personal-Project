File: config.mk
export PLATFORM = sky130hd
export DESIGN_NAME = display_7segment
export DESIGN_NICKNAME = display_7segment
export VERILOG_FILES = /design/flow/design.v
export SDC_FILE = /design/flow/constraint.sdc
export NUM_CORES = 4
export LEC_CHECK = 1
export CORE_UTILIZATION = 40
export SYNTH_MEMORY_MAX_BITS = 65536
File: constraint.sdc
current_design display_7segment

set clk_period 28.5
set clk_io_pct 0.2

create_clock -name clk0 -period $clk_period [get_ports {sevenSegClk}]

set non_clock_inputs [all_inputs -no_clocks]
set_input_delay [expr $clk_period * $clk_io_pct] -clock clk0 $non_clock_inputs
set_output_delay [expr $clk_period * $clk_io_pct] -clock clk0 [all_outputs]
File: design.v
`timescale 1ns / 1ps
module display_7segment(input sevenSegClk,input [2:0] mode,
input [1:0] waveform,
input [11:0] minimum,input [11:0] maximum,
input [6:0] duty,input [16:0] frequency,output reg [11:0] segSeven);
    reg [1:0] count;
    integer first;
    integer second;
    integer third;
    integer forth;
    reg [11:0] value7segment [0:63];
   integer amplitude_ones,maxCase_ones,minCase_ones;
   integer amplitude_tens,maxCase_tens,minCase_tens;
   integer frequency_one,frequency_ten,frequency_hundred,frequency_thousand;
   integer dutyCycle_one,dutyCycle_ten;
    initial begin
    value7segment[0] = 12'hEF7; 
    value7segment[1] = 12'hDF7; 
    value7segment[2] = 12'hBF7; 
    value7segment[3] = 12'h7F7; 
    value7segment[4] = 12'hFFF; 
    value7segment[5] = 12'hEC0; 
    value7segment[6] = 12'hEF9; 
    value7segment[7] = 12'hEA4; 
    value7segment[8] = 12'hEB0; 
    value7segment[9] = 12'hE99; 
    value7segment[10] = 12'hE92; 
    value7segment[11] = 12'hE82; 
    value7segment[12] = 12'hEF8; 
    value7segment[13] = 12'hE80; 
    value7segment[14] = 12'hE98; 
    value7segment[15] = 12'hDC0; 
    value7segment[16] = 12'hDF9; 
    value7segment[17] = 12'hDA4; 
    value7segment[18] = 12'hDB0; 
    value7segment[19] = 12'hD99; 
    value7segment[20] = 12'hD92; 
    value7segment[21] = 12'hD82; 
    value7segment[22] = 12'hDF8; 
    value7segment[23] = 12'hD80; 
    value7segment[24] = 12'hD98; 
    value7segment[25] = 12'hBC0; 
    value7segment[26] = 12'hBF9; 
    value7segment[27] = 12'hBA4; 
    value7segment[28] = 12'hBB0; 
    value7segment[29] = 12'hB99; 
    value7segment[30] = 12'hB92; 
    value7segment[31] = 12'hB82; 
    value7segment[32] = 12'hBF8; 
    value7segment[33] = 12'hB80; 
    value7segment[34] = 12'hB98; 
    value7segment[35] = 12'hB40; 
    value7segment[36] = 12'hB79; 
    value7segment[37] = 12'hB24; 
    value7segment[38] = 12'hB30; 
    value7segment[39] = 12'hEC1; 
    value7segment[40] = 12'h788; 
    value7segment[41] = 12'hE88; 
    value7segment[42] = 12'h789; 
    value7segment[43] = 12'h7C7; 
    value7segment[44] = 12'h78E ; 
    value7segment[45] = 12'h79C; 
    value7segment[46] = 12'h7A1; 
    value7segment[47] = 12'hBA7; 
    value7segment[48] = 12'hB19; 
    value7segment[49] = 12'hB12; 
    value7segment[50] = 12'hB02; 
    value7segment[51] = 12'hB78; 
    value7segment[52] = 12'hB00; 
    value7segment[53] = 12'hB18; 
    value7segment[54] = 12'h7C0; 
    value7segment[55] = 12'h7F9; 
    value7segment[56] = 12'h7A4; 
    value7segment[57] = 12'h7B0; 
    value7segment[58] = 12'h799; 
    value7segment[59] = 12'h792; 
    value7segment[60] = 12'h782; 
    value7segment[61] = 12'h7F8; 
    value7segment[62] = 12'h780; 
    value7segment[63] = 12'h798; 
    end
    always @(*) begin
        amplitude_ones = ((maximum-minimum)/124)%10;
        minCase_ones = ((minimum)/124)%10;
        maxCase_ones = ((maximum)/124)%10;
        amplitude_tens = ((maximum-minimum)/124)/10;
        minCase_tens = ((minimum)/124)/10;
        maxCase_tens = ((maximum)/124)/10;
        frequency_one = frequency%10;
        frequency_ten = (frequency/10)%10;
        frequency_hundred = (frequency/100)%10;
        frequency_thousand = frequency/1000;
        dutyCycle_one = duty%10;
        dutyCycle_ten = duty/10;
    end
    always @(*) begin
        case(mode)
            3'b000:begin 
                first = 39;
                forth = 40;
                case(amplitude_ones)
                    0: second = 15;
                    1: second = 16;
                    2: second = 17;
                    3: second = 18;
                    4: second = 19;
                    5: second = 20;
                    6: second = 21;
                    7: second = 22;
                    8: second = 23;
                    9: second = 24;
                   default: second = 1;
                endcase
                case(amplitude_tens)
                    0: third = 35;
                    1: third = 36;
                    2: third = 37;
                    3: third = 38;
                    default: third = 2;
                endcase
            end
            3'b001:begin 
                first = 39;
                forth = 43;
                case(minCase_ones)
                    0: second = 15;
                    1: second = 16;
                    2: second = 17;
                    3: second = 18;
                    4: second = 19;
                    5: second = 20;
                    6: second = 21;
                    7: second = 22;
                    8: second = 23;
                    9: second = 24;
                   default: second = 1;
                endcase
                case(minCase_tens)
                    0: third = 35;
                    1: third = 36;
                    2: third = 37;
                    3: third = 38;
                    default: third = 2;
                endcase
            end
            3'b010:begin 
                first = 39;
                forth = 42;
                case(maxCase_ones)
                    0: second = 15;
                    1: second = 16;
                    2: second = 17;
                    3: second = 18;
                    4: second = 19;
                    5: second = 20;
                    6: second = 21;
                    7: second = 22;
                    8: second = 23;
                    9: second = 24;
                   default: second = 1;
                endcase
                case(maxCase_tens)
                    0: third = 35;
                    1: third = 36;
                    2: third = 37;
                    3: third = 38;
                    default: third = 2;
                endcase
            end
            3'b011:begin 
              case(frequency_thousand)
                    0:forth= 54;
                    1:forth= 55;
                    2:forth= 56;
                    3:forth= 57;
                    4:forth= 58;
                    5:forth= 59;
                    6:forth= 60;
                    7:forth= 61;
                    8:forth= 62;
                    default: forth = 4; 
              endcase
              case(frequency_hundred)
                  0: third= 25;
                  1: third= 26;
                  2: third= 27;
                  3: third= 28;
                  4: third= 29;
                  5: third= 30;
                  6: third= 31;
                  7: third= 32;
                  8: third= 33;
                  9: third= 34;
                  default: third= 4;
              endcase
              case(frequency_ten)
                  0: second = 15;
                  1: second = 16;
                  2: second = 17;
                  3: second = 18;
                  4: second = 19;
                  5: second = 20;
                  6: second = 21;
                  7: second = 22;
                  8: second = 23;
                  9: second = 24;
                  default: second = 4;
              endcase
              case(frequency_one)
                  0:first = 5;
                  1:first = 6;
                  2:first = 7;
                  3:first = 8;
                  4:first = 9;
                  5:first = 10;
                  6:first = 11;
                  7:first = 12;
                  8:first = 13;
                  9:first = 14;
                  default: first = 4;
              endcase
            end
            3'b100:begin 
                    first = 0;
                    second = 1;
                    third = 2;
                    forth = 3;                
            end
            3'b101:begin 
                    first = 0;
                    second = 1;
                    third = 2;
                    forth = 3;                
            end
            3'b110:begin 
             if(waveform == 1) begin
                forth = 47;
                third = 46;
                 case(dutyCycle_ten)
                     0: second = 15;
                     1: second = 16;
                     2: second = 17;
                     3: second = 18;
                     4: second = 19;
                     5: second = 20;
                     6: second = 21;
                     7: second = 22;
                     8: second = 23;
                     9: second = 24;
                     default: second = 4;
                 endcase
                 case(dutyCycle_one)
                     0:first = 5;
                     1:first = 6;
                     2:first = 7;
                     3:first = 8;
                     4:first = 9;
                     5:first = 10;
                     6:first = 11;
                     7:first = 12;
                     8:first = 13;
                     9:first = 14;
                     default: first = 4;
                 endcase                          
              end
              else begin
                  first = 0;
                  second = 1;
                  third = 2;
                  forth = 3;   
              end
            end
            3'b111:begin 
                    first = 39;
                    forth = 45;
                    case(minCase_ones)
                        0: second = 15;
                        1: second = 16;
                        2: second = 17;
                        3: second = 18;
                        4: second = 19;
                        5: second = 20;
                        6: second = 21;
                        7: second = 22;
                        8: second = 23;
                        9: second = 24;
                       default: second = 1;
                    endcase
                    case(minCase_tens)
                        0: third = 35;
                        1: third = 36;
                        2: third = 37;
                        3: third = 38;
                        default: third = 2;
                    endcase
            end
            default:begin
                    first = 0;
                    second = 1;
                    third = 2;
                    forth = 3;                    
            end
        endcase
    end
    always@(posedge sevenSegClk)begin
        count <= count +1;
    end
    always@(count)begin
        case(count)
            2'b00: segSeven  = value7segment[first];
            2'b01: segSeven  = value7segment[second];
            2'b10: segSeven  = value7segment[third];
            2'b11: segSeven  = value7segment[forth];
        endcase
    end
endmodule
File: run.sh
#!/bin/bash
# OpenROAD 26Q1-2900-gdf79404cd8, Yosys 0.63+post, stock flow scripts
make -C /OpenROAD-flow-scripts/flow DESIGN_CONFIG=/design/flow/config.mk WORK_HOME=/design/flow/orfs finish
==> flow_metrics.py <==
# Synthesis and PnR figures
metrics = {
    "synth": {
        "ys_sh_xor_pct": 4.92,
        "ys_warn_count": 1,
        "yosys.cell_types.count": 117,
        "synth_top_cell_by_area": "ha_1",
        "synthMuxAreaShare_pct": 5.09,
        "ys_sh_aoi_pct": 42.7,
        "async_reset_ff_share_pct": 0,
        "synthAdderAreaFrac_pct": 8.01,
        "ys_sh_simple_pct": 31.4,
        "yosys-top-cells-area": "ha_1, nand2_1, o21ai_0",
        "common_cells": "nand2_1, nor2_1, o21ai_0",
        "edf_count": 0,
        "ys_seq_share_pct": 0.253,
        "most_common_cell": "nand2_1",
        "synth_top_area_share_pct": 6.81,
        "syn_avg_cell_area_um2": 6.23,
        "synth_chip_area_um2": 15800,
        "topCombFamilyByArea": "AND-OR/OR-AND gates",
        "syn-cell-area_um2": 15800,
        "ys_cells": 2538,
        "synth-seq-cells": 2,
        "syn_inst": 2538,
        "flop_cell": "dfxtp_1",
    },
    "timing": {
        "tightest_slew_ns": 0.904,
        "slew_viol_final": 0,
        "timing.slew.headroom_pct": 39.3,
        "rsz0062_at_grt": "false",
        "fin_setup_tns_ns": 0,
        "finalCritPeriodShare_pct": 88.1,
        "period_minus_slack_ns": 25.10,
        "max_freq_mhz": 39.8,
        "setup_viol_count_final": 0,
        "skew_ns": 0.00172,
        "hold_viol": 0,
    },
    "setup_path": {
        "critPathMostFrequentCell": "xnor2_1",
        "critPathRequiredTime_ns": 22.80,
        "worstSetupPathType": "in -> out",
        "slowest_delay_ns": 0.74,
        "cp-end-kind": "output pin",
        "cp_max_fo": 64,
        "worstPathArrival_ns": 19.40,
        "critPathSlowestCell": "a221oi_2",
        "start_kind": "input port",
    },
    "clocking": {
        "cts_setup_buffers": 0,
        "cts_tree": "built",
        "clk_path_buf_depth": 2,
        "cts_hold_buf": 0,
        "clk_pin_slew_worst_paths_ns": 0.03,
        "cts.repair.resized": 0,
        "numCtsBuffers": 3,
        "root_buffer": "clkbuf_16",
        "htreeDepth": 1,
        "clock_latency_ns": 0.22,
        "clock_sinks": 2,
    },
    "drt": {
        "wl_um": 49000,
        "wl_per_cell_um": 16.3,
        "final_antenna_net_count": 0,
        "wl_met2_um": 21300,
        "drcViolationCount": 0,
        "drt_iter0_markers": 1954,
        "antennaDiodeCount": 0,
        "wl_met1_um": 24000,
        "wl_met3_um": 3040,
        "top_layer": "met4",
        "via_count": 18943,
        "drt-pass1-iter-count": 7,
        "vias_per_cell": 6.31,
    },
    "finish": {
        "drive_gt1_share_pct": 6.52,
        "largestRegisters": "count: 2 flops",
        "largest-register": "count",
        "postLayoutCellArea_um2": 16800,
        "area_growth_syn_to_layout_pct": 6.09,
        "largest_register_ff_count": 2,
    },
    "flow_run": {
        "cap_viol_max_count": 0,
        "warnings": 71,
    },
    "placed_design": {
        "dp_hpwl_um": 37300,
        "io_buffers": 65,
        "gp_congestion": 0.959,
        "placed_cell_area_um2": 16700,
    },
    "global_route": {
        "grt_pass1_wl_um": 83200,
        "grt_antenna_before_repair": 0,
        "track_usage_pct": 24.0,
        "grt_max_degree": 65,
        "grt_pass1_vias": 16807,
        "grt_overflow_total": 0,
    },
    "floorplan": {
        "chipArea_um2": 40300,
        "rows": 72,
        "die_y_um": 201,
        "core_um2": 38800,
        "die_w_um": 201,
        "io_pins": 66,
        "initial_core_util_pct": 40.7,
    },
    "power_and_ir_drop": {
        "power-per-cell-area_nw_per_um2": 124,
        "p_total_mw": 2.08,
        "p_leak_nw": 6.37,
        "irDropWorstVdd_uv": 95.9,
    },
    "min_path": {
        "hold_class": "reg -> reg",
    },
    "status": {
        "status": "finished, final reports clean",
    },
}
==> layer usage <==
layer  global-route usage (%)  up-vias
li1                         -     9521
met1                     36.4     8731
met2                     37.2      630
met5                        0        -
met4                     3.79        0
met3                     2.12       61
==> logic make-up (layout without fill, tap and decap cells) <==
family          count (synthesis)  after routing
simple gates                 1008           1008
compound gates                967            967
buf+inv                       292            239
fa+ha+maj                     104            104
xor+xnor                       88             88
mux                            77             77
flops                           2              2
==> placed cells by master, fill, tap and decap left out, types with 34 or more instances in the layout <==
cell,synthesis,routed
nand2_1,266,266
nor2_1,237,237
o21ai_0,186,186
a21oi_1,177,177
inv_1,125,125
nand3_1,104,104
nor3_1,95,95
ha_1,86,86
xnor2_1,77,77
clkdlybuf4s50_1,0,63
a31oi_1,51,51
mux2i_1,50,50
o211ai_1,48,48
a211oi_1,48,48
buf_4,6,37
and3_1,35,35
nand2b_1,34,34
==> report_power, final <==
part / total, mW / internal [mW] / switching (mW)
Clock: 0.0210 / 0.0178 / 0.00318
Sequential: 0.00282 / 0.00282 / 0
Combinational: 2.06 / 0.788 / 1.27
==> through the flow <==
stage | instances | setup slack, ns | hold WS (ns) | util, %
after floorplan | 2538 | 5.96 | 0.403 | -
after global placement | 3000 | 3.98 | 0.420 | 43.0
after detailed placement | 3000 | 3.63 | 0.435 | 43.0
after CTS | 3003 | 3.60 | 0.445 | 43.2
after global routing | 3003 | 2.06 | 0.460 | 43.2
final | 3003 | 3.40 | 0.449 | 43.2
==> worst paths after layout <==
path | from | end | slack [ns] | depth (start not counted)
worst max-delay path | frequency[16] | segSeven[1] | 3.40 | 45
worst min-delay path | count[0]$_DFF_P_ | count[0]$_DFF_P_ | 0.45 | 1
worst max register to register | count[0]$_DFF_P_ | count[1]$_DFF_P_ | 27.68 | 2
worst min register to register | count[0]$_DFF_P_ | count[0]$_DFF_P_ | 0.45 | 1
==> final cells by class <==
type | instances | area, um^2
inverter | 134 | 503
timing repair buffer | 102 | 918
tap | 518 | 648
sequential | 2 | 40.0
clock buffer | 3 | 75.1
fill | 3975 | 22100
multi-input combinational | 2244 | 14600
==> worst max-delay path: cells and delay by family <==
family	cells	cell delay, ns
AND-OR/OR-AND	17	5.65
adder cells (fa/ha/maj)	4	1.35
XOR/XNOR	4	1.41
buffers and inverters	7	1.90
AND/OR/NAND/NOR	13	3.33
Power and IR drop assume default switching activity.
