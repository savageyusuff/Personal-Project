===== flow/design.v =====
`timescale 1ns / 1ps
module set_frequency(input clk_4hz,input [4:0] placeValue,
output reg [16:0] frequency = 1000,output reg [27:0] frequency_selection = 500);
integer one = 0,ten = 0,hundred = 0,thousand = 1;
always@(posedge clk_4hz) begin
    case(placeValue)
    4'b0001: one = (one==9)?0:(one+1);
    4'b0010: ten = (ten==9)?0:(ten+1);
    4'b0100: hundred = (hundred==9)?0:(hundred+1);
    4'b1000: thousand = (thousand==8)?0:(thousand+1);
    default;
    endcase
end
always@(*) begin
    frequency = (thousand*1000) + (hundred*100) + (ten*10) + one;
    frequency_selection = 100000000/(200*frequency);
end
endmodule

===== flow/run.sh =====
#!/bin/bash
# OpenROAD 26Q1-2900-gdf79404cd8, Yosys 0.63+post, stock flow scripts
make -C /OpenROAD-flow-scripts/flow DESIGN_CONFIG=/design/flow/config.mk WORK_HOME=/design/flow/orfs finish

===== flow/config.mk =====
export PLATFORM = sky130hd
export DESIGN_NAME = set_frequency
export DESIGN_NICKNAME = set_frequency
export VERILOG_FILES = /design/flow/design.v
export SDC_FILE = /design/flow/constraint.sdc
export NUM_CORES = 4
export LEC_CHECK = 1
export CORE_UTILIZATION = 30

===== flow/constraint.sdc =====
current_design set_frequency

set clk_period 163.1
set clk_io_pct 0.2

create_clock -name clk0 -period $clk_period [get_ports {clk_4hz}]

set non_clock_inputs [all_inputs -no_clocks]
set_input_delay [expr $clk_period * $clk_io_pct] -clock clk0 $non_clock_inputs
set_output_delay [expr $clk_period * $clk_io_pct] -clock clk0 [all_outputs]

==> design notes <==
The run gives 0.302 as the floorplan-stage core utilization. For reference, the most critical setup path is categorized as register to output pin. With the highest achievable clock rate at 0.00801 GHz, the post-route met1 wirelength is 53000 um.

OpenROAD emitted warnings numbering 44. The number of buffer and inverter stages on the critical path was 33; the share of flip-flops with an asynchronous set or reset after synthesis was 0. The insertion delay of the later-clocked pin in the worst-skew pair was 440 ps. STA classifies the critical path endpoint as an output pin.

In this run the post-CTS setup repair buffer count came out at 0. TritonCTS built the clock tree.

The synthesized netlist contains 111 unique library cells. The tools report the area occupied by multi-input gates as 0.0297 sq mm. For the total number of vias, the log shows 33000. The number of cells on the critical path came out at 393. In the detailed route, the total length drawn on met3 is 7370 um. The run gives 0 for the count of max-cap constraint violations. After the first detailed-routing iteration, the DRC count stood at 2462.

In this run the cell area measured after placement is 0.0377 sq mm. The total wire length is 110000 um, and the core footprint is 0.116 sq mm. Hold-check failures listed in the final report amount to 0.

The placement report lists the number of port buffers as 50. The slowest stage cell on the critical path is inv_1. The maximum number of pins on one net before global-route repair was 72; the fill cell total of the finished layout was 12100. With the sequential-to-total area share from yosys stat at 0.110, the number of remaining DRC errors is 0. The worst setup path is launched from a register. The worst-case reg-to-reg setup slack stands at 159610 ps.

The run gives 0 as the total grt overflow. The final timing report derives a shortest allowable period of 124810 ps. Hold analysis lists the worst path endpoint as hundred[31]$_SDFFCE_PN0N_. The clock net in this run drives a total of 128 sinks. Most used flip-flop cell: edfxtp_1.

The count of cells along the worst hold path works out to 1. The layout cell share with drive strength beyond 1 was 0.0655; the HPWL after detailed placement was 86600 um. Total negative slack: 0 ps. In this run the clock root is driven by a clkbuf_16.

Row generation in the floorplan step produced 125 rows. Per the post-synthesis report, the number of cells in the design is 4550. The die is 344 um wide. The register cell area after layout is 0.00384 sq mm, and the met2 wire length is 48000 um.

The routability congestion estimate from global placement is 0.987, and the wire length of the first global-routing pass is 174000 um. The clock passes through at most 2 buffers. The length in cells of the worst reg-to-reg path is 12. The run finished with clean final reports. The count of inserted antenna diode cells came out at 0.

The finished cells cover 0.0383 sq mm. Looking at the reg2reg group, the worst path starts from one[7]$_SDFFCE_PN0N_. The quantity of hold-fixing buffers added after cts was 0. Synthesis inferred 128 register bits.

The tools report the number of global-route vias before repair as 31000. Cell family with the largest share of critical-path delay: AND-OR/OR-AND gates. The cell area that synthesis handed to floorplanning was 0.0351 sq mm.

Most repeated library cell on the critical path: o21ai_0. On the final layout, the worst clock skew is 14.5 ps. Counting tap cells, the placed design contains a total of 6091 instances. The portion of the clock cycle consumed by the worst path in the final layout works out to 0.765. The uppermost layer routed is met4.

Setup repair after global routing left no endpoint under its margin. Number of H-tree levels: 4. In the final report, the number of endpoints failing setup comes to 0.

A synthesized cell averages 7.71 sq um. The post-detailed-route via-to-cell ratio is 5.39, and the number of slew-limit violations in the final report is 0. The worst min-delay path category was register to register.

The run gives 50 ps for the post-CTS clock slew at the launch and capture registers of the worst setup and hold paths. From synthesis to final layout, the design area changed by 9.03%. Per the timing report, the biggest fanout along the worst path comes to 25.

In this run the count of I/O pins placed on the die edge is 51. Reg-to-reg endpoint: one[31]$_SDFFCE_PN0N_. The synthesized netlist has a Yosys-reported chip area of 0.0351 sq mm. Dividing the detail-routed wire length by the instance count gives 18.0 um. Headroom to the max-slew limit: 0.401. The tools report the post-layout instance count excluding filler cells as 6121.

The post-synth tally of flip-flops with integrated enable came out at 128. The die area was 0.118 sq mm; the remaining antenna violation count after routing was 0. For the worst setup path, the data required time is 130480 ps. The die height was 344 um. The run gives 1 for the total of warnings raised by yosys. Combined global-route utilization of all metal layers: 0.189. In this run the most critical hold path is launched from hundred[31]$_SDFFCE_PN0N_.

With the number of iterations in the first detailed-routing pass at 9, the clock buffer count from CTS is 17. The biggest cell delay along the critical path works out to 710 ps. The core occupancy in the finished layout came out at 0.330.

The tools report the number of antenna violations at the first check in global routing as 2. For the worst setup path, the data arrival time is 92190 ps. Total of cells resized after clock tree synthesis: 0. The run gives 877 ps for the transition time at the pin with the least slew margin. After synthesis, the design contains 4550 cells according to Yosys.
[layout by cell type (no fill, tap or decap), types with 86 or more instances in the layout]
master    instances
a21o_1          123
a21oi_1         333
edfxtp_1        128
ha_1            557
inv_1           327
mux2_2          118
nand2_1         387
nand3_1         123
nor2_1          473
nor3_1           86
o21a_1          115
o21ai_0         244
xnor2_1         324
xor2_1          106
[layout make-up]
class | count | share of cell area
tap | 1524 | 0.0498
timing repair buffer | 106 | 0.0244
clock inverter | 13 | 0.00366
sequential | 128 | 0.100
inverter | 345 | 0.0338
clock buffer | 17 | 0.0111
multi-input combinational | 3988 | 0.777
[cells in the mapped netlist, types with 13 or more instances]
master | instances | area [sq um]
ha_1 | 557 | 6970
nor2_1 | 473 | 1780
nand2_1 | 387 | 1450
a21oi_1 | 333 | 1670
inv_1 | 327 | 1230
xnor2_1 | 325 | 2850
o21ai_0 | 244 | 1220
edfxtp_1 | 128 | 3840
a21o_1 | 123 | 923
nand3_1 | 123 | 616
mux2_2 | 118 | 1330
o21a_1 | 115 | 863
xor2_1 | 112 | 981
nor3_1 | 88 | 440
fa_1 | 81 | 1620
nand2b_1 | 78 | 488
clkbuf_1 | 68 | 255
nand4_1 | 63 | 394
nor2b_1 | 53 | 332
a211oi_1 | 47 | 353
o31ai_1 | 46 | 345
a21boi_0 | 45 | 338
a31oi_1 | 43 | 269
and3_1 | 43 | 269
o21bai_1 | 39 | 293
nor4_1 | 37 | 231
and2_1 | 29 | 181
or3_1 | 29 | 181
o211ai_1 | 24 | 180
or2_2 | 21 | 131
and4_1 | 16 | 140
mux2i_1 | 16 | 160
nor3b_1 | 15 | 113
o21ai_1 | 15 | 75.1
buf_1 | 14 | 52.6
inv_2 | 13 | 48.8
[worst max path at each step]
stage                         start                      to
4_1_cts   thousand[2]$_SDFFCE_PN0N_  frequency_selection[0]
5_1_grt   thousand[2]$_SDFFCE_PN0N_  frequency_selection[0]
6_report  thousand[2]$_SDFFCE_PN0N_  frequency_selection[0]
[routing by layer]
metal  vias to the layer above  GRT usage
li1                      16700          -
met1                     15400      0.287
met2                       834      0.292
met3                        98     0.0288
met4                         0     0.0260
met5                         -          0
[through the flow]
stage | hold WS (ps) | worst slack, ps
after floorplan | 541 | 50910
after global placement | 579 | 41630
after detailed placement | 580 | 40210
after CTS | 597 | 39300
after global routing | 622 | 29410
final | 598 | 38290
[flip-flops by register name, indices dropped and copies added (netlist names)]
register  count
hundred      32
one          32
ten          32
thousand     32
[logic make-up (layout without fill, tap and decap cells)]
kind of cell             Yosys count  in the layout  share of synthesized area
AND/OR/NAND/NOR                 1506           1506                      0.206
AND-OR/OR-AND                   1261           1261                      0.237
adder cells (fa/ha/maj)          638            638                      0.245
XOR/XNOR                         439            439                      0.110
buffers and inverters            434            481                     0.0472
multiplexers                     143            143                     0.0455
flip-flops                       128            128                      0.110
other                              1              1                   0.000107
