`./run.sh`:
```
#!/bin/bash
# OpenROAD 26Q1-2900-gdf79404cd8, Yosys 0.63+post, stock flow scripts
make -C /OpenROAD-flow-scripts/flow DESIGN_CONFIG=/design/flow/config.mk WORK_HOME=/design/flow/orfs finish
```
`./config.mk`:
```
export PLATFORM = sky130hd
export DESIGN_NAME = create_sine
export DESIGN_NICKNAME = create_sine
export VERILOG_FILES = /design/flow/design.v
export SDC_FILE = /design/flow/constraint.sdc
export NUM_CORES = 4
export LEC_CHECK = 1
export CORE_UTILIZATION = 30
```
`./constraint.sdc`:
```
current_design create_sine

set clk_period 14.2
set clk_io_pct 0.2

create_clock -name clk0 -period $clk_period [get_ports {clock}]

set non_clock_inputs [all_inputs -no_clocks]
set_input_delay [expr $clk_period * $clk_io_pct] -clock clk0 $non_clock_inputs
set_output_delay [expr $clk_period * $clk_io_pct] -clock clk0 [all_outputs]
```
`./design.v`:
```
`timescale 1ns / 1ps
module create_sine(input clock,input [11:0] maximum,input [11:0] minimum,
output reg [11:0] waveform);
reg [11:0] sine [0:99];
integer i;
integer amplitude;
initial begin
    i = 0;
    sine[0] = 62;
    sine[1] = 66;
    sine[2] = 70;
    sine[3] = 74;
    sine[4] = 77;
    sine[5] = 81;
    sine[6] = 85;
    sine[7] = 88;
    sine[8] = 92;
    sine[9] = 95;
    sine[10] = 98;
    sine[11] = 102;
    sine[12] = 104;
    sine[13] = 107;
    sine[14] = 110;
    sine[15] = 112;
    sine[16] = 114;
    sine[17] = 116;
    sine[18] = 118;
    sine[19] = 120;
    sine[20] = 121;
    sine[21] = 122;
    sine[22] = 123;
    sine[23] = 124;
    sine[24] = 124;
    sine[25] = 124;
    sine[26] = 124;
    sine[27] = 124;
    sine[28] = 123;
    sine[29] = 122;
    sine[30] = 121;
    sine[31] = 120;
    sine[32] = 118;
    sine[33] = 116;
    sine[34] = 114;
    sine[35] = 112;
    sine[36] = 110;
    sine[37] = 107;
    sine[38] = 104;
    sine[39] = 102;
    sine[40] = 98;
    sine[41] = 95;
    sine[42] = 92;
    sine[43] = 88;
    sine[44] = 85;
    sine[45] = 81;
    sine[46] = 77;
    sine[47] = 74;
    sine[48] = 70;
    sine[49] = 66;
    sine[50] = 62;
    sine[51] = 58;
    sine[52] = 54;
    sine[53] = 50;
    sine[54] = 47;
    sine[55] = 43;
    sine[56] = 39;
    sine[57] = 36;
    sine[58] = 32;
    sine[59] = 29;
    sine[60] = 26;
    sine[61] = 22;
    sine[62] = 20;
    sine[63] = 17;
    sine[64] = 14;
    sine[65] = 12;
    sine[66] = 10;
    sine[67] = 8;
    sine[68] = 6;
    sine[69] = 4;
    sine[70] = 3;
    sine[71] = 2;
    sine[72] = 1;
    sine[73] = 0;
    sine[74] = 0;
    sine[75] = 0;
    sine[76] = 0;
    sine[77] = 0;
    sine[78] = 1;
    sine[79] = 2;
    sine[80] = 3;
    sine[81] = 4;
    sine[82] = 6;
    sine[83] = 8;
    sine[84] = 10;
    sine[85] = 12;
    sine[86] = 14;
    sine[87] = 17;
    sine[88] = 20;
    sine[89] = 22;
    sine[90] = 26;
    sine[91] = 29;
    sine[92] = 32;
    sine[93] = 36;
    sine[94] = 39;
    sine[95] = 43;
    sine[96] = 47;
    sine[97] = 50;
    sine[98] = 54;
    sine[99] = 58;
end
always @(*) begin
    amplitude = (maximum-minimum)/124; 
end
always @(posedge clock) begin
    waveform <= (sine[i]*amplitude) + minimum;
    i <= (i == 99) ? 0 : (i+ 1);   
end
endmodule
```
==> impl_metrics.env <==
# flow metrics
export IMPL_run_status="completed"
export IMPL_antenna_diode_count=0
export IMPL_globalRouteTotalUtil=0.142
export IMPL_power_leakage_nw=2.71
export IMPL_dp_final_hpwl_um=10300
export IMPL_grt_start_max_net_pins=53
export IMPL_timing_hold_worst_start="i[31]"
export IMPL_effective_utilization_at_floorplan=0.307
export IMPL_ys_cells=713
export IMPL_antenna_found_initial=0
export IMPL_die_h_um=140
export IMPL_crit_path_frequent_cell="sky130_fd_sc_hd__ha_1"
export IMPL_cts_tree="built"
export IMPL_timing_setup_critical_path_class="in -> reg"
export IMPL_cts_hold_buffers=0
export IMPL_hold_path_class="reg -> reg"
export IMPL_grt_pass1_vias=4552
export IMPL_rsz0062_at_grt="false"
export IMPL_synth_area_per_cell_um2=8.06
export IMPL_syn_area_um2=5740
export IMPL_share_of_flip_flops_with_an_asynchronous_set_or_reset=0
export IMPL_cts_root_buf="sky130_fd_sc_hd__clkbuf_16"
export IMPL_grt_pass1_wl_um=22400
export IMPL_cap_viol_max_count=0
export IMPL_drt_antenna_violating_nets=0
export IMPL_drc=0
export IMPL_power_total_w=0.000594
export IMPL_postCtsSetupBuffers=0
export IMPL_finalClockSkew_ps=8.36
export IMPL_worst_setup_hold_path_clk_slew_ps=70
export IMPL_endpoint_kind="flop"
export IMPL_ys_seq_share=0.153
export IMPL_dominantRegCellSynth="sky130_fd_sc_hd__dfxtp_1"
export IMPL_syn_to_layout_area_delta_pct=13.7
export IMPL_log_warning_count=37
export IMPL_boundaryPins=37
export IMPL_final_cell_count_no_fill=982
export IMPL_synth_distinct_cells=79
export IMPL_cts_max_level=2
export IMPL_relSlewSlack=0.471
export IMPL_clock_path_buffers=2
export IMPL_final_min_clock_period_ps=10900
export IMPL_synth_most_common_cell="sky130_fd_sc_hd__inv_1"
export IMPL_setup_tns_final_ps=0
export IMPL_globalplace_congestion=0.900
export IMPL_required_ps=14420
export IMPL_synth_ff_latch_count=44
export IMPL_post_synth_inst_count=713
export IMPL_fillCellCount=1890
export IMPL_clk_insertion_delay_late_ps=290
export IMPL_drt_wl_total_um=12800
export IMPL_r2r_start="i[1]"
export IMPL_ctsResizeCount=0
export IMPL_library_cell_contributing_the_largest_single_delay_on_the_critical_path="sky130_fd_sc_hd__clkdlybuf4s50_1"
export IMPL_slowest_delay_ps=580
export IMPL_ff2ff_setup_slack_ps=7320
export IMPL_arrival_time_of_the_worst_setup_path_ps=11120
export IMPL_die_width_um=140
export IMPL_floorplan_die_area_um2=19700
export IMPL_report_final_setup_viol=0
export IMPL_whs_path_depth=1
export IMPL_route_vias_total=4861
export IMPL_critPathMaxFanout=10
export IMPL_timing_critical_path_from_type="input pin"
export IMPL_grt_ovfl_total=0
export IMPL_top_cells_by_count="88 x sky130_fd_sc_hd__inv_1, 86 x sky130_fd_sc_hd__nand2_1, 59 x sky130_fd_sc_hd__ha_1"
export IMPL_irDropWorstVdd_uv=39.0
export IMPL_cellPowerDensity_nw_per_um2=90.9
export IMPL_drt_iter0_drc=268
export IMPL_placed_cells_incl_taps=974
export IMPL_tightest_slew_ps=794
export IMPL_clock_sinks=44
export IMPL_top_area_cell="sky130_fd_sc_hd__dfxtp_1"
export IMPL_whs_endpoint="i[31]"
export IMPL_portion_of_synthesized_cell_area_occupied_by_the_leading_cell_type=0.153
export IMPL_drive_gt1_frac=0.0468
export IMPL_io_buffer_count=36
export IMPL_wl_per_cell_um=13.0
export IMPL_top_cells_by_area="sky130_fd_sc_hd__dfxtp_1 15%, sky130_fd_sc_hd__fa_1 15%, sky130_fd_sc_hd__ha_1 13%"
export IMPL_total_count_of_hold_check_failures_in_the_final_report=0
export IMPL_timing_final_max_slew_violations=0
export IMPL_drt_pass1_iterations=5
export IMPL_row_count=50
export IMPL_chip_area_from_the_yosys_synthesis_statistics_um2=5740
export IMPL_crit_reg2reg_capture="waveform[11]"
export IMPL_synth_warning_count=1
export IMPL_numCtsBuffers=5
export IMPL_detail_route_vias_per_cell=4.95
export IMPL_worst_r2r_path_depth=27
export IMPL_coreArea_um2=18700
export IMPL_achievable_frequency_mhz=91.8
export IMPL_enable_flop_cells=0
export IMPL_min_period_over_period=0.767
[where the power goes]
group	leakage (nW)	switching (W)	internal (W)	total, W
logic	2.26	0.000173	0.000144	0.000317
clock network	0.0840	0.0000505	0.0000836	0.000134
registers	0.359	0.00000477	0.000138	0.000142
[registers in the layout (all words and copies together) (netlist names)]
name      count
waveform     12
i            32
[layout make-up]
class | count | area [um2] | share of cell area
inverters | 89 | 334 | 0.0512
flip-flops and latches | 44 | 881 | 0.135
clock inverters | 3 | 47.5 | 0.00728
well taps | 234 | 293 | 0.0448
multi-input cells | 564 | 4440 | 0.679
clock buffers | 5 | 125 | 0.0192
repair buffers | 43 | 413 | 0.0632
[metrics by stage]
stage           util  setup slack, ps  hold WS [ps]  area, um2
6_report       0.349             3300           479       6530
3_5_place_dp   0.340             3080           465       6360
4_1_cts        0.349             3330           485       6530
5_1_grt        0.349             2590           498       6530
2_1_floorplan      -             4150           432       5790
3_3_place_gp   0.340             3040           455       6360
[worst max-delay path, delay by kind of cell]
family                   cells  cell delay (ps)
AND/OR/NAND/NOR              9             1990
AND-OR/OR-AND               10             2270
XOR/XNOR                     3              430
adder cells (fa/ha/maj)      8             2900
buffers and inverters        3              690
[cell usage in the layout, fill, tap and decap left out, drive strengths merged, types with 6 or more instances in the layout]
master / synthesis / layout
a211oi: 13 / 13
a21oi: 37 / 37
a31oi: 12 / 12
and2: 6 / 6
and3: 10 / 10
buf: 12 / 7
clkdlybuf4s50: 0 / 36
conb: 1 / 14
dfxtp: 44 / 44
fa: 42 / 42
ha: 59 / 59
inv: 88 / 88
nand2: 87 / 87
nand2b: 7 / 7
nand3: 22 / 22
nand4: 12 / 12
nor2: 40 / 40
nor3: 12 / 12
nor4: 7 / 7
o211ai: 9 / 9
o21ai: 33 / 33
xnor2: 46 / 46
xor2: 9 / 9
[worst max path at each step]
stage | startpoint | end | slack [ps] | depth (start not counted)
4_1_cts | minimum[4] | waveform[11] | 3330 | 33
5_1_grt | minimum[4] | waveform[11] | 2590 | 33
6_report | minimum[4] | waveform[11] | 3300 | 33
[metal layers]
layer	GRT usage	up-vias	wire length (um)	part of all wire
li1	-	2525	-	-
met1	0.226	2243	6450	0.50
met2	0.218	88	5730	0.45
met3	0.0199	5	552	0.043
met4	0.00636	0	66	0.0052
met5	0	-	0	0
[cell families (layout without fill, tap and decap cells)]
| family | Yosys count | in the layout | synth area share |
|---|---|---|---|
| AND-OR/OR-AND | 156 | 156 | 0.185 |
| AND/OR/NAND/NOR | 231 | 231 | 0.200 |
| other | 1 | 14 | 0.000653 |
| flip-flops | 44 | 44 | 0.153 |
| multiplexers | 6 | 6 | 0.0150 |
| XOR/XNOR | 56 | 56 | 0.0878 |
| adder cells (fa/ha/maj) | 101 | 101 | 0.275 |
| buffers and inverters | 118 | 140 | 0.0828 |
Power and IR drop assume default switching activity.
